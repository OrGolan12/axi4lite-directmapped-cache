## /design/flow/design.v

```verilog
`timescale 1ns/1ps
module cpu_translator #(
  parameter int ADDR_WIDTH      = 32,
  parameter int DATA_WIDTH      = 32,
  parameter bit WRITE_OVER_READ = 1'b1    
)(
  input  logic                     clk,
  input  logic                     rst_n,
  input  logic [ADDR_WIDTH-1:0]    s_awaddr,
  input  logic                     s_awvalid,
  output logic                     s_awready,
  input  logic [DATA_WIDTH-1:0]    s_wdata,
  input  logic [DATA_WIDTH/8-1:0]  s_wstrb,
  input  logic                     s_wvalid,
  output logic                     s_wready,
  output logic [1:0]               s_bresp,    
  output logic                     s_bvalid,
  input  logic                     s_bready,
  input  logic [ADDR_WIDTH-1:0]    s_araddr,
  input  logic                     s_arvalid,
  output logic                     s_arready,
  output logic [DATA_WIDTH-1:0]    s_rdata,
  output logic [1:0]               s_rresp,    
  output logic                     s_rvalid,
  input  logic                     s_rready,
  output logic                     core_req_valid,
  input  logic                     core_req_ready,
  output logic                     core_req_we,          
  output logic [ADDR_WIDTH-1:0]    core_req_addr,
  output logic [DATA_WIDTH-1:0]    core_req_wdata,
  output logic [DATA_WIDTH/8-1:0]  core_req_wstrb,
  input  logic                     core_resp_valid,      
  input  logic                     core_resp_is_write,   
  input  logic [DATA_WIDTH-1:0]    core_resp_rdata,      
  input  logic [1:0]               core_resp_resp,       
  output logic [2:0]               dbg_w_state,
  output logic [1:0]               dbg_r_state
);
  typedef enum logic [2:0] {
    W_IDLE    = 3'd0,
    W_HAVE_AW = 3'd1,
    W_HAVE_W  = 3'd2,
    W_ISSUE   = 3'd3,
    W_WAIT_B  = 3'd4
  } w_state_e;
  (* keep *) w_state_e w_state, w_state_n;
  logic [ADDR_WIDTH-1:0]   w_awaddr_q;
  logic [DATA_WIDTH-1:0]   w_wdata_q;
  logic [DATA_WIDTH/8-1:0] w_wstrb_q;
  typedef enum logic [1:0] {
    R_IDLE   = 2'd0,
    R_ISSUE  = 2'd1,
    R_WAIT_R = 2'd2
  } r_state_e;
  (* keep *) r_state_e r_state, r_state_n;
  logic [ADDR_WIDTH-1:0]   r_araddr_q;
  logic        b_hold_valid;
  logic [1:0]  b_hold_resp;
  logic        r_hold_valid;
  logic [1:0]  r_hold_resp;
  logic [DATA_WIDTH-1:0] r_hold_data;
  wire aw_hs = s_awvalid && s_awready;
  wire w_hs  = s_wvalid  && s_wready;
  wire ar_hs = s_arvalid && s_arready;
  wire core_busy = (w_state == W_WAIT_B) || (r_state == R_WAIT_R);
  always_ff @(posedge clk or negedge rst_n) begin
    if (!rst_n) begin
      w_state      <= W_IDLE;
      r_state      <= R_IDLE;
      w_awaddr_q   <= '0;
      w_wdata_q    <= '0;
      w_wstrb_q    <= '0;
      r_araddr_q   <= '0;
      b_hold_valid <= 1'b0;
      b_hold_resp  <= 2'b00;
      r_hold_valid <= 1'b0;
      r_hold_resp  <= 2'b00;
      r_hold_data  <= '0;
    end else begin
      w_state <= w_state_n;
      r_state <= r_state_n;
      if (aw_hs) begin
        w_awaddr_q <= s_awaddr;
      end
      if (w_hs) begin
        w_wdata_q  <= s_wdata;
        w_wstrb_q  <= s_wstrb;
      end
      if (ar_hs) begin
        r_araddr_q <= s_araddr;
      end
      if (core_resp_valid && core_resp_is_write) begin
        b_hold_valid <= 1'b1;
        b_hold_resp  <= core_resp_resp;
      end else if (b_hold_valid && s_bready) begin
        b_hold_valid <= 1'b0;
      end
      if (core_resp_valid && !core_resp_is_write) begin
        r_hold_valid <= 1'b1;
        r_hold_resp  <= core_resp_resp;
        r_hold_data  <= core_resp_rdata;
      end else if (r_hold_valid && s_rready) begin
        r_hold_valid <= 1'b0;
      end
    end
  end
  assign s_awready = (w_state == W_IDLE) || (w_state == W_HAVE_W);
  assign s_wready  = (w_state == W_IDLE) || (w_state == W_HAVE_AW);
  assign s_arready = (r_state == R_IDLE);
  wire can_issue_w = !core_busy && (w_state == W_ISSUE);
  wire can_issue_r = !core_busy && (r_state == R_ISSUE);
  wire write_addr_known = (w_state == W_HAVE_AW) || (w_state == W_ISSUE) || (w_state == W_WAIT_B);
  wire read_addr_known  = (r_state == R_ISSUE);
  wire same_addr_hazard = write_addr_known && read_addr_known && (w_awaddr_q == r_araddr_q);
  wire both_can = can_issue_w && can_issue_r;
  wire sel_w_now = (both_can && same_addr_hazard) ? 1'b1
                   : (both_can ? WRITE_OVER_READ
                               : can_issue_w);
  wire sel_r_now = (!sel_w_now) && can_issue_r;
  wire [ADDR_WIDTH-1:0]    w_addr_eff  = w_awaddr_q;
  wire [DATA_WIDTH-1:0]    w_data_eff  = w_wdata_q;
  wire [DATA_WIDTH/8-1:0]  w_strb_eff  = w_wstrb_q;
  wire [ADDR_WIDTH-1:0]    r_addr_eff  = r_araddr_q;
  assign core_req_valid = sel_w_now || sel_r_now;
  assign core_req_we    = sel_w_now;
  assign core_req_addr  = sel_w_now ? w_addr_eff : r_addr_eff;
  assign core_req_wdata = sel_w_now ? w_data_eff : '0;
  assign core_req_wstrb = sel_w_now ? w_strb_eff : '0;
  wire core_hs_now = core_req_valid && core_req_ready;
  always_comb begin
    w_state_n = w_state;
    r_state_n = r_state;
    unique case (w_state)
      W_IDLE: begin
        if      (aw_hs && w_hs) w_state_n = W_ISSUE;
        else if (aw_hs)         w_state_n = W_HAVE_AW;
        else if (w_hs)          w_state_n = W_HAVE_W;
      end
      W_HAVE_AW: begin
        if (w_hs) w_state_n = W_ISSUE;
      end
      W_HAVE_W: begin
        if (aw_hs) w_state_n = W_ISSUE;
      end
      W_ISSUE: begin
        if (core_hs_now && sel_w_now) w_state_n = W_WAIT_B;
      end
      W_WAIT_B: begin
        if (core_resp_valid && core_resp_is_write) w_state_n = W_IDLE;
      end
      default: w_state_n = W_IDLE;
    endcase
    unique case (r_state)
      R_IDLE: begin
        if (ar_hs) r_state_n = R_ISSUE;
      end
      R_ISSUE: begin
        if (core_hs_now && sel_r_now) r_state_n = R_WAIT_R;
      end
      R_WAIT_R: begin
        if (core_resp_valid && !core_resp_is_write) r_state_n = R_IDLE;
      end
      default: r_state_n = R_IDLE;
    endcase
  end
  assign s_bvalid = b_hold_valid;
  assign s_bresp  = b_hold_resp;
  assign s_rvalid = r_hold_valid;
  assign s_rresp  = r_hold_resp;
  assign s_rdata  = r_hold_data;
  assign dbg_w_state = w_state;
  assign dbg_r_state = r_state;
endmodule
```

## /design/flow/run.sh

```bash
#!/bin/bash
# OpenROAD 26Q1-2900-gdf79404cd8, Yosys 0.63+post, stock flow scripts
make -C /OpenROAD-flow-scripts/flow DESIGN_CONFIG=/design/flow/config.mk WORK_HOME=/design/flow/orfs finish
```

## /design/flow/config.mk

```make
export PLATFORM = sky130hd
export DESIGN_NAME = cpu_translator
export DESIGN_NICKNAME = cpu_translator
export VERILOG_FILES = /design/flow/design.v
export SDC_FILE = /design/flow/constraint.sdc
export NUM_CORES = 4
export LEC_CHECK = 1
export CORE_UTILIZATION = 40
```

## /design/flow/constraint.sdc

```tcl
current_design cpu_translator

set clk_period 5.1
set clk_io_pct 0.2

create_clock -name clk0 -period $clk_period [get_ports {clk}]

set non_clock_inputs [all_inputs -no_clocks]
set_input_delay [expr $clk_period * $clk_io_pct] -clock clk0 $non_clock_inputs
set_output_delay [expr $clk_period * $clk_io_pct] -clock clk0 [all_outputs]
```

==> GITHUB_STEP_SUMMARY <==
### Flow metrics

| Metric | Value |
|---|---|
| Worst-margin pin slew | `0.855 ns` |
| Die area | `15900 µm²` |
| FP Util | `0.417` |
| CP Max Fanout | `38` |
| Final hold violation count | `0` |
| Mapped Area | `6160 µm²` |
| Final Cycle Share | `0.778` |
| DP Wirelength | `10.4 mm` |
| Die height | `126 µm` |
| All-layer global routing usage | `0.198` |
| Vias in the first global route | `4471` |
| R2r setup slk | `3.13 ns` |
| Final Critical Period | `3.97 ns` |
| Leak | `0.00392 µW` |
| Clk latency late pin | `0.40 ns` |
| Peak supply drop | `0.306 mV` |
| Vias | `4135` |
| Clock Sinks | `143` |
| Post_cts resized | `0` |
| Most frequent logic cell in the layout | `clkdlybuf4s50_1` |
| Most frequent cells in the layout | `clkdlybuf4s50_1, mux2_2, dfrtp_1` |
| Final Cell Area | `9540 µm²` |
| Post-Route WL | `14.6 mm` |
| Final setup fails | `0` |
| Critical path launch point type | `flip-flop` |
| Number of fill cells in the layout | `1069` |
| Fin util | `0.646` |
| Design Power | `5350 µW` |
| Status | `completed` |
| Clock root cell | `clkbuf_16` |
| CTS H-tree lvls | `4` |
| Footprint of the multi-input gates | `2360 µm²` |
| Max-cap viol count | `0` |
| Bufs on Longest Clock Path | `2` |
| Setup TNS | `0 ns` |
| Synth-to-layout area growth | `54.8%` |
| Reg clk slew, reported paths | `0.05 ns` |
| WL/cell | `16.9 µm` |
| DRC violations left | `0` |
| PwrDens | `561 nW/µm²` |
| Slew margin rel. | `0.429` |
| Warnings, synthesis | `1` |
| Clock skew | `0.00311 ns` |
| Hold Startpoint | `w_wdata_q[14]$_DFFE_PN0P_` |
| Fin. max-slew vios | `0` |
| Reg2reg path depth | `5` |
| CTS tree | `yes` |
| FF-to-FF End | `w_state[2]$_DFFE_PN0P_` |
| Cell Rows | `44` |
| Die Wd | `126 µm` |
| Initial DRC count | `111` |
| Fmax | `0.252 GHz` |
| Antenna Cells | `0` |
| CTS buffer count | `17` |
| WHS Path Cells | `1` |
| Largest net degree at the start of global routing | `113` |
| Placed instance area | `8850 µm²` |
| Average size of a mapped cell | `14.9 µm²` |
| Io pins | `260` |
| Initial antenna violation count | `0` |
| First-pass GRT wire length | `23.5 mm` |
| Final Wtd Congestion | `0.812` |
| Data arrival time of the critical path | `2.95 ns` |
| Reg area | `3580 µm²` |
| DRT antenna net count | `0` |
| CTS Hold Buffers Added | `0` |
| Layout cells sized above 1 | `0.306` |
| R2R Path Start | `w_state[2]$_DFFE_PN0P_` |
| Vias per std cell | `4.79` |
| RSZ-0062 raised after global routing | `false` |
| HP Class | `reg2reg` |
| Post-CTS Setup Inserts | `0` |
| Setup CP Type | `reg2out` |
| Tool Warnings | `28` |
| Hold EP | `w_wdata_q[14]$_DFFE_PN0P_` |
| Crit end category | `output port` |
| Required time of the critical path | `4.08 ns` |
| Core area | `14800 µm²` |
| GRT overflow | `0` |
| Port bufs | `259` |
| Synth Instances | `413` |
| First drt pass iteration count | `4` |
## per-stage QoR
stage          worst slack, ns  instances  hold WS [ns]
2_1_floorplan             2.69        413         0.430
3_3_place_gp              1.57        832         0.463
3_5_place_dp              1.53        832         0.472
4_1_cts                   1.07        864         0.473
5_1_grt                  0.930        864         0.484
6_report                  1.13        864         0.483
## critical path: stages (launching register included)
cell and delay (ns):
dfrtp_1 0.51, nand3b_4 0.25, nor2b_4 0.70, buf_12 0.28, mux2_2 0.36, clkdlybuf4s50_1 0.41
## how the worst max path moves through the flow
stage	start	end	slack [ns]
global route	w_state[1]$_DFFE_PN0P_	core_req_addr[7]	0.93
CTS	w_state[2]$_DFFE_PN0P_	core_req_addr[3]	1.07
finish	w_state[2]$_DFFE_PN0P_	core_req_addr[3]	1.13
## state kept, by name, indices dropped and copies added, names as in the netlist, 2 cells and up
| signal | cells |
|---|---|
| b_hold_resp | 2 |
| r_araddr_q | 32 |
| r_hold_data | 32 |
| r_hold_resp | 2 |
| r_state | 2 |
| w_awaddr_q | 32 |
| w_state | 3 |
| w_wdata_q | 32 |
| w_wstrb_q | 4 |
## where the power goes
| part | internal [µW] | total [µW] | switching [µW] |
|---|---|---|---|
| clock network | 968 | 1410 | 443 |
| logic | 1500 | 2060 | 560 |
| registers | 1610 | 1880 | 268 |
| total | 4070 | 5350 | 1270 |
## layout make-up
type | instances | area share
clock buffers | 22 | 0.0508
clock inverters | 10 | 0.0215
inverters | 4 | 0.00157
multi-input cells | 236 | 0.248
flip-flops and latches | 143 | 0.375
well taps | 184 | 0.0241
repair buffers | 265 | 0.279
## routing by layer
metal / global-route usage / share of wire / vias to the layer above / wire (µm)
li1: - / - / 1952 / -
met1: 0.280 / 0.42 / 2011 / 6100
met2: 0.306 / 0.47 / 165 / 6850
met3: 0.0861 / 0.11 / 7 / 1550
met4: 0.0170 / 0.0074 / 0 / 108
met5: 0 / 0 / - / 0
No activity file was given, so power comes from the tool's default toggle rates.
